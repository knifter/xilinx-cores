**config.mk**
```make
export PLATFORM = sky130hd
export DESIGN_NAME = axis_testpattern_generator
export DESIGN_NICKNAME = axis_testpattern_generator
export VERILOG_FILES = /design/flow/design.v
export SDC_FILE = /design/flow/constraint.sdc
export NUM_CORES = 4
export LEC_CHECK = 1
export CORE_UTILIZATION = 50
```
**constraint.sdc**
```tcl
current_design axis_testpattern_generator

set clk_period 12.2
set clk_io_pct 0.2

create_clock -name clk0 -period $clk_period [get_ports {m_axis_aclk}]

set non_clock_inputs [all_inputs -no_clocks]
set_input_delay [expr $clk_period * $clk_io_pct] -clock clk0 $non_clock_inputs
set_output_delay [expr $clk_period * $clk_io_pct] -clock clk0 [all_outputs]
```
**design.v**
```verilog
`timescale 1ns / 100ps
module axis_testpattern_generator #
(
  parameter integer M_AXIS_TDATA_WIDTH = 32,
  parameter integer M_AXIS_BURSTSIZE = 16,
  parameter integer COUNTER_START = 0,
  parameter integer COUNTER_END = 255,
  parameter integer COUNTER_INCR = 1,
  parameter integer DIVIDER = 8
)
(
  input  wire                        m_axis_aclk,
  input  wire                        m_axis_aresetn,
  input  wire                        enable,
  input  wire                        m_axis_tready,
  output wire [M_AXIS_TDATA_WIDTH-1:0] m_axis_tdata,
  output wire                        m_axis_tvalid,
  output wire                        m_axis_tlast
);
  reg [$clog2(DIVIDER)-1:0] divctr;
  wire divzero = ~|divctr;
  always @(posedge m_axis_aclk, negedge m_axis_aresetn)
  begin
    if(~m_axis_aresetn)
    begin
        divctr <= DIVIDER - 1;
    end
    else
    begin
        divctr <= divctr - 1;
        if(divzero)
            divctr <= DIVIDER - 1;
    end
  end
  wire div_edge = divzero && enable;
  reg signed [M_AXIS_TDATA_WIDTH-1:0] counter_head;
  always @(posedge m_axis_aclk, negedge m_axis_aresetn)
  begin
    if(~m_axis_aresetn)
    begin
      counter_head <= COUNTER_START;  
    end
    else
    begin
      if(div_edge)
      begin
        if(counter_head >= (COUNTER_END-COUNTER_INCR+1))
            counter_head <= counter_head + COUNTER_INCR - (COUNTER_END - COUNTER_START) - 1;
        else
            counter_head <= counter_head + COUNTER_INCR;
      end
    end
  end
  reg signed [M_AXIS_TDATA_WIDTH-1:0] counter_tail;
  wire fifo_cnt = |(counter_head - counter_tail);
  reg m_axis_tvalid_reg;
  reg [0:0] state;
  localparam STATE_INIT	 = 1'd0;
  localparam STATE_RUN   = 1'd1;
  always @(posedge m_axis_aclk, negedge m_axis_aresetn)
  begin
    if(~m_axis_aresetn)
    begin
        counter_tail <= COUNTER_START;
        m_axis_tvalid_reg <= 0;
        state <= STATE_INIT;
    end else 
    case(state)
        STATE_INIT:  
        begin
            m_axis_tvalid_reg <= 1;
            if(m_axis_tready)
                state <= STATE_RUN;
        end
        STATE_RUN:
        begin
            if(m_axis_tready == 1)
            begin    
                if(fifo_cnt) begin
                    m_axis_tvalid_reg <= 1'b1;
                    if(counter_tail >= (COUNTER_END-COUNTER_INCR+1))
                        counter_tail <= counter_tail + COUNTER_INCR - (COUNTER_END - COUNTER_START) - 1;
                    else
                        counter_tail <= counter_tail + COUNTER_INCR;
                end else
                  m_axis_tvalid_reg <= 1'b0;
            end
        end
    endcase
  end
  reg [$clog2(M_AXIS_BURSTSIZE)-1:0] tlast_counter;
  always @(posedge m_axis_aclk, negedge m_axis_aresetn)
  begin
    if(~m_axis_aresetn)
    begin
        tlast_counter <= M_AXIS_BURSTSIZE - 1;
    end else
    begin
        if(m_axis_tvalid & m_axis_tready)
        begin
            if(~|tlast_counter)
                tlast_counter <= M_AXIS_BURSTSIZE - 1;
            else
                tlast_counter <= tlast_counter - 1;
        end
    end
  end
  assign m_axis_tdata = counter_tail;
  assign m_axis_tvalid = m_axis_tvalid_reg;
  assign m_axis_tlast = (M_AXIS_BURSTSIZE == 1) | (~|tlast_counter & m_axis_tvalid & (M_AXIS_BURSTSIZE > 0));
  wire data_out_check = m_axis_tvalid & m_axis_tready & m_axis_aclk;
endmodule
```
**run.sh**
```bash
#!/bin/bash
# OpenROAD 26Q1-2900-gdf79404cd8, Yosys 0.63+post, stock flow scripts
make -C /OpenROAD-flow-scripts/flow DESIGN_CONFIG=/design/flow/config.mk WORK_HOME=/design/flow/orfs finish
```
==> impl_metrics.yaml <==
# yosys + openroad results
grt:
  grt_pass1_wl_mm: 33.1
  track_usage_pct: 28.7
  grt_max_degree: 55
  antenna_found_initial: 0
  grt_pass1_vias: 6414
  grt_overflow: 0
routing:
  detail_route.drc_violations: 0
  drtIter0Drc: 684
  routed_wl_mm: 20.3
  post_drt_via_cell_ratio: 6.33
  vias: 7124
  antenna_left: 0
  wire_per_inst_um: 18.0
  firstDrtPassIters: 5
  diodes: 0
run:
  tool_warnings: 27
  max_cap_viol_count: 0
final_layout:
  layout.area.seq_mm2: 0.00184
  layout.cells.most_common: "nand2_1"
  mi_logic_area_mm2: 0.00514
  largest_registers: "counter_head x32, counter_tail x32, tlast_counter x4"
  area_growth_pct: 10.5
  final_cell_mix: "nand2_1, xnor2_1, nor2_1"
  fin_area_mm2: 0.00812
  nFillCells: 1216
  drive_gt1_share_pct: 5.92
place:
  dp_slack_ns: 7.92
  gp_congestion: 0.989
  io_buffer_count: 37
  dpl.hpwl_mm: 15.6
  placed_cell_area_mm2: 0.00779
power_and_ir_drop:
  p_comb_share_pct: 52.9
  p_total_mw: 1.50
  p_leak_nw: 3.20
  power.internal_uw: 831
  power.share.sequential_pct: 27.7
  p_switching_uw: 673
  power-per-cell-area_mw_per_mm2: 185
  vdd_drop_max_mv: 0.108
  p_sw_share_pct: 44.8
  p_clk_share_pct: 19.4
synthesis:
  syn_inst: 935
  mux_share_pct: 2.79
  synth-edff-count: 0
  ys_top_logic_family: "simple AND/OR/NAND/NOR gates"
  yosys.area_share.aoi_pct: 20.2
  ys_sh_xor_pct: 11.1
  syn_area_mm2: 0.00735
  yosys_warnings: 1
  postSynth.asyncResetShare_pct: 100
  yosys_cells: 935
  adder_share_pct: 6.47
  ff_type: "dfrtp_1"
  postSynthSeqShare_pct: 25.0
  synth.distinct_cells: 79
  synth_flop_count: 73
  syn_avg_cell_area_um2: 7.86
  simple_gate_share_pct: 29.3
  ys_area_mm2: 0.00735
clock_network:
  cts_setup_buffers: 0
  cts_tree: "done"
  cts.sinks: 73
  clkLatencyLatePin_ns: 0.35
  root_buffer: "clkbuf_16"
  cts-resized-gates: 0
  cts_buffers: 9
  path_clk_slew_ns: 0.06
  cts_max_level: 3
  cts_hold_buf: 0
  cts_buffer_depth: 2
sta:
  timing.final.ws_setup_ns: 7.88
  finalHoldViolCount: 0
  tns_ns: 0
  rsz0062_at_grt: "no"
  setup_viol: 0
  drv_slew: 0
  tightest_slew_ns: 0.931
  period_needed_ns: 4.32
  skew_ns: 0.00602
  finalCritPeriodShare_pct: 35.4
  max_freq_mhz: 231
  relSlewSlack_pct: 37.5
floorplanning:
  ioPinCount: 38
  core_mm2: 0.0141
  fp.dieW_um: 123
  dieArea_mm2: 0.0152
  die_y_um: 123
  initial_core_util_pct: 52.1
  rows: 43
min_path:
  hold_path_class: "reg -> reg"
  min_from: "divctr[0]$_DFF_PN1_"
worst_setup_path:
  reg2reg_from: "counter_tail[8]$_DFFE_PN0P_"
  path_class: "reg -> out"
  cp-startpoint: "tlast_counter[0]$_DFFE_PN1P_"
  cp.arrival_ns: 1.88
  critPathMaxFanout: 3
  crit_path_end_kind: "output port"
  crit_required_ns: 9.76
  cp-start-kind: "register"
run_status:
  status: "completed"
-- stage by stage --
stage	hold WS, ns	utilization [%]	std cells
6_report	0.463	57.6	1126
5_1_grt	0.492	57.6	1126
4_1_cts	0.466	57.6	1126
3_5_place_dp	0.452	55.2	1110
3_3_place_gp	0.443	55.2	1110
2_1_floorplan	0.437	-	935
-- area by class of cell --
class | count | area share [%]
Sequential cell | 73 | 22.6
Multi-Input combinational cell | 766 | 63.3
Tap cell | 180 | 2.77
Inverter | 50 | 2.31
Clock inverter | 6 | 1.11
Timing Repair Buffer | 41 | 4.90
Clock buffer | 10 | 2.94
-- critical path, stage by stage, from the launching register on --
cell and delay [ns]:
dfstp_2 0.38, inv_1 0.09, ha_1 0.18, nor3b_1 0.27, and2_1 0.17, clkdlybuf4s50_1 0.45
-- worst paths after layout --
kind / to / slack [ns] / cells after the start
max: m_axis_tlast / 7.88 / 5
min: divctr[0]$_DFF_PN1_ / 0.46 / 1
max reg2reg: counter_tail[1]$_DFFE_PN0P_ / 8.06 / 13
min reg2reg: divctr[0]$_DFF_PN1_ / 0.46 / 1
max in group asynchronous: counter_head[26]$_DFFE_PN0P_ / 9.23 / 2
min in group asynchronous: m_axis_tvalid_reg$_DFFE_PN0P_ / 1.97 / 1
-- logic make-up (layout without fill, tap and decap cells) --
kind of cell	Yosys count	count (layout)
fa+ha+maj	38	38
mux	20	20
simple gates	395	395
buf+inv	96	107
flops	73	73
compound gates	220	220
xor+xnor	93	93
-- cells in the mapped netlist, drive strengths merged, types with 17 or more instances --
| library cell | count | area (um^2) |
|---|---|---|
| inv | 50 | 188 |
| dfrtp | 66 | 1650 |
| nor2 | 69 | 267 |
| buf | 17 | 82.6 |
| nand2 | 82 | 308 |
| xnor2 | 73 | 639 |
| xor2 | 20 | 175 |
| o21ai | 39 | 195 |
| nor3 | 61 | 330 |
| nand3 | 30 | 160 |
| clkbuf | 29 | 110 |
| ha | 38 | 475 |
| nor4 | 34 | 259 |
| nand4 | 25 | 163 |
| a21oi | 61 | 320 |
| and3 | 17 | 106 |
-- metal layers --
metal  GRT usage (%)  vias to the layer above  share of wire [%]
li1                -                     3507                  -
met1            43.6                     3375                 47
met2            44.9                      214                 46
met3            2.92                       28                4.8
met4            6.93                        0                2.7
met5               0                        -                  0
-- power groups by stage --
stage / Combinational, mW / Clock (mW) / Sequential (mW)
after CTS: 0.786 / 0.300 / 0.415
after global routing: 0.887 / 0.309 / 0.430
final: 0.795 / 0.292 / 0.417
No activity file was given, so power comes from the tool's default toggle rates.
