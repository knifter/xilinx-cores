File: design/flow/config.mk
export PLATFORM = sky130hd
export DESIGN_NAME = axi_axis_ad7763
export DESIGN_NICKNAME = axi_axis_ad7763
export VERILOG_FILES = /design/flow/design.v
export SDC_FILE = /design/flow/constraint.sdc
export NUM_CORES = 4
export LEC_CHECK = 1
export CORE_UTILIZATION = 30
File: design/flow/constraint.sdc
current_design axi_axis_ad7763

set clk_period 6.1
set clk_io_pct 0.2

create_clock -name clk0 -period $clk_period [get_ports {s_ad7763_clk}]
create_clock -name clk1 -period $clk_period [get_ports {s_axi_aclk}]

set non_clock_inputs [all_inputs -no_clocks]
set_input_delay [expr $clk_period * $clk_io_pct] -clock clk0 $non_clock_inputs
set_output_delay [expr $clk_period * $clk_io_pct] -clock clk0 [all_outputs]
File: design/flow/design.v
`timescale 1ns / 1ps
module axi_ad7763 #
(
    parameter integer AXI_DATA_WIDTH = 32,
    parameter integer AXI_ADDR_WIDTH = 12
)
(
    input  wire                      aclk,
    input  wire                      aresetn,
    input  wire [AXI_ADDR_WIDTH-1:0] s_axi_awaddr,   
    input  wire                      s_axi_awvalid,  
    output wire                      s_axi_awready,  
    input  wire [AXI_DATA_WIDTH-1:0] s_axi_wdata,    
    input  wire                      s_axi_wvalid,   
    output wire                      s_axi_wready,   
    output wire [1:0]                s_axi_bresp,    
    output wire                      s_axi_bvalid,   
    input  wire                      s_axi_bready,   
    input  wire [AXI_ADDR_WIDTH-1:0] s_axi_araddr,   
    input  wire                      s_axi_arvalid,  
    output wire                      s_axi_arready,  
    output wire [AXI_DATA_WIDTH-1:0] s_axi_rdata,    
    output wire [1:0]                s_axi_rresp,    
    output wire                      s_axi_rvalid,   
    input  wire                      s_axi_rready,   
    input  wire                      adc_sco,        
    output wire                      adc_fsin,       
    output wire                      adc_sdi         
);
    reg frame_sync_out;
    assign adc_fsin = ~frame_sync_out;        
    assign s_axi_awready = 1'b1;
    reg int_bvalid_reg, int_bvalid_next;
    always @(posedge aclk, negedge aresetn)
    begin
        if(~aresetn)
        begin
          int_bvalid_reg <= 1'b0;
        end
        else
        begin
          int_bvalid_reg <= int_bvalid_next;
        end
    end
    always @*
    begin
        int_bvalid_next = int_bvalid_reg;
        if(s_axi_wvalid)
        begin
          int_bvalid_next = 1'b1;
        end
        if(s_axi_bready & int_bvalid_reg)
        begin
          int_bvalid_next = 1'b0;
        end
    end
    assign s_axi_bvalid = int_bvalid_reg;
    assign s_axi_bresp = 2'b0;                   
    reg [31:0] int_wdata_reg;
    reg int_wdata_available_reg;
    reg int_wdata_available_next;
    always @(posedge aclk, negedge aresetn)
    begin
        if(~aresetn)
        begin
            int_wdata_reg <= 32'd0;
            int_wdata_available_reg <= 1'b0;
        end
        else
        begin
            int_wdata_available_reg <= int_wdata_available_next;
            if(s_axi_wvalid && s_axi_wready)
            begin
                int_wdata_reg <= s_axi_wdata;
            end
        end
    end
    always @*
    begin
        int_wdata_available_next = int_wdata_available_reg;
        if(s_axi_wvalid)
        begin
            int_wdata_available_next = 1'b1;
        end
        if(frame_sync_out & int_wdata_available_reg)
        begin
            int_wdata_available_next = 1'b0;
        end
    end
    reg s_axi_wready_reg;
    reg out_wready_next;
    always @(posedge aclk, negedge aresetn)
    begin
        if(~aresetn)
        begin
            s_axi_wready_reg <= 0;
        end else begin
            s_axi_wready_reg <= out_wready_next;
        end
    end
    always @*
    begin
        out_wready_next = s_axi_wready_reg;
        if(state == STATE_IDLE)
        begin
            out_wready_next = 1'b1;
        end else begin
            out_wready_next = 1'b0;
        end
    end
    assign s_axi_wready = s_axi_wready_reg;
    assign s_axi_arready = 1'd0;  
    assign s_axi_rdata = 32'b0;      
    assign s_axi_rresp = 2'b11;   
    assign s_axi_rvalid = 1'b0;  
    wire wdata_available_sync;
    axi_ad7763_Sync sync0(adc_sco, wdata_available_sync, int_wdata_available_reg); 
    reg [3:0] state;    
    localparam STATE_IDLE			= 4'b0000;
    localparam STATE_START          = 4'b0001;
    localparam STATE_FIRST          = 4'b0010;
    localparam STATE_SHIFTING       = 4'b0011;
    reg [31:0] shift_out;
    reg [5:0] cnt_out;
    always @(posedge adc_sco, negedge aresetn)
    begin
        if(~aresetn)
        begin
            shift_out <= 32'd0;
            frame_sync_out <= 0;
            cnt_out <= 0;
            state <= STATE_IDLE;
        end
        else begin
            case(state)
                STATE_IDLE:
                begin
                    if(wdata_available_sync)  
                    begin
                        shift_out <= int_wdata_reg;
                        state <= STATE_START;
                    end
                end
                STATE_START: 
                begin
                    frame_sync_out <= 1;
                    state <= STATE_FIRST;
                end
                STATE_FIRST:
                begin
                    cnt_out <= 31;
                    frame_sync_out <= 0;
                    state <= STATE_SHIFTING;
                end
                STATE_SHIFTING: 
                begin
                    cnt_out <= cnt_out - 6'd1;
                    shift_out <= {shift_out[30:0], 1'b0};
                    if(~|cnt_out) begin
                        state <= STATE_IDLE;
                    end
                end
            endcase
        end
    end    
    assign adc_sdi = shift_out[31];
endmodule
module axi_ad7763_Sync #(
    parameter STAGES = 2
) (
    input wire      aclk,
    output reg      o,
    input wire      s
);
    reg [STAGES-2:0] meta;
    always @(posedge aclk)
    begin
        {o, meta[STAGES-2:0]} <= {meta[STAGES-2:0], s};
    end
endmodule
`timescale 1 ns / 1 ps
module axi_axis_ad7763 #
(
    parameter integer AXI_DATA_WIDTH = 32,
    parameter integer AXI_ADDR_WIDTH = 12,
    parameter integer AXIS_DATA_WIDTH = 24
)
(
    input  wire                      s_axi_aclk,
    input  wire                      s_axi_aresetn,
    input  wire                      s_ad7763_clk,
    input  wire [AXI_ADDR_WIDTH-1:0] s_axi_awaddr,   
    input  wire                      s_axi_awvalid,  
    output wire                      s_axi_awready,  
    input  wire [AXI_DATA_WIDTH-1:0] s_axi_wdata,    
    input  wire                      s_axi_wvalid,   
    output wire                      s_axi_wready,   
    output wire [1:0]                s_axi_bresp,    
    output wire                      s_axi_bvalid,   
    input  wire                      s_axi_bready,   
    input  wire [AXI_ADDR_WIDTH-1:0] s_axi_araddr,   
    input  wire                      s_axi_arvalid,  
    output wire                      s_axi_arready,  
    output wire [AXI_DATA_WIDTH-1:0] s_axi_rdata,    
    output wire [1:0]                s_axi_rresp,    
    output wire                      s_axi_rvalid,   
    input  wire                      s_axi_rready,   
    output wire [AXIS_DATA_WIDTH-1:0] m_axis_tdata,
    output wire                      m_axis_tvalid,
    input  wire                      m_axis_tready,
    output wire                      m_axis_aclk,    
    input  wire                      adc_dreadyn,    
    input  wire                      adc_sdo,        
    output wire                      adc_fsin,       
    output wire                      adc_sdi         
);
    assign m_axis_aclk = s_ad7763_clk;
    axi_ad7763 #(
        .AXI_ADDR_WIDTH(AXI_ADDR_WIDTH),
        .AXI_DATA_WIDTH(AXI_DATA_WIDTH)
    )axi_inst(
        .aclk(s_axi_aclk),
        .aresetn(s_axi_aresetn),
        .s_axi_awaddr(s_axi_awaddr),     
        .s_axi_awvalid(s_axi_awvalid),   
        .s_axi_awready(s_axi_awready),   
        .s_axi_wdata(s_axi_wdata),       
        .s_axi_wvalid(s_axi_wvalid),     
        .s_axi_wready(s_axi_wready),     
        .s_axi_bresp(s_axi_bresp),       
        .s_axi_bvalid(s_axi_bvalid),     
        .s_axi_bready(s_axi_bready),     
        .s_axi_araddr(s_axi_araddr),     
        .s_axi_arvalid(s_axi_arvalid),   
        .s_axi_arready(s_axi_arready),   
        .s_axi_rdata(s_axi_rdata),       
        .s_axi_rresp(s_axi_rresp),       
        .s_axi_rvalid(s_axi_rvalid),     
        .s_axi_rready(s_axi_rready),     
        .adc_sco(s_ad7763_clk),          
        .adc_fsin(adc_fsin),             
        .adc_sdi(adc_sdi)                
    );
    axis_ad7763 #(
        .AXIS_DATA_WIDTH(AXIS_DATA_WIDTH)
    )axis_inst(
        .aclk(s_ad7763_clk),
        .aresetn(s_axi_aresetn),
        .m_axis_tdata(m_axis_tdata),
        .m_axis_tvalid(m_axis_tvalid),
        .m_axis_tready(m_axis_tready),
        .adc_dreadyn(adc_dreadyn),
        .adc_sdo(adc_sdo)
        );
endmodule
`timescale 1ns / 1ps
module axis_ad7763 #
(
    parameter integer AXIS_DATA_WIDTH = 24
)
(
    input  wire                      aresetn,
    input  wire                      aclk,           
    output wire [AXIS_DATA_WIDTH-1:0] m_axis_tdata,
    output wire                      m_axis_tvalid,
    input  wire                      m_axis_tready,
    input  wire                      adc_dreadyn,       
    input  wire                      adc_sdo         
);
    wire data_ready_in = ~adc_dreadyn;
    wire data_in = adc_sdo;
    reg [5:0] cnt_in;
    reg [31:0] shift_in;
    wire cnt_zero = ~|cnt_in;
    reg cnt_zero_prv;
    wire word_ready = (cnt_zero & ~cnt_zero_prv);
    reg [23:0] data_in_reg;
    always @(posedge aclk, negedge aresetn)
    begin
        if(~aresetn)
        begin
            cnt_in <= 6'd0;
            cnt_zero_prv <= 1;
            shift_in <= 32'd0;
            data_in_reg <= 32'd0;
        end else begin
            shift_in <= {shift_in[30:0], data_in};
            if(data_ready_in)
            begin
                cnt_in <= 6'd32;
                cnt_zero_prv <= 0;
            end else begin
                if(~cnt_zero)
                    cnt_in <= cnt_in - 6'd1;                    
                cnt_zero_prv <= cnt_zero;
            end
            if(word_ready)
            begin
                data_in_reg <= shift_in[31:8];
            end
        end
    end
    reg m_axis_tvalid_reg, m_axis_tvalid_next;
    always @(posedge aclk, negedge aresetn)
    begin
        if(~aresetn)
        begin
            m_axis_tvalid_reg <= 1'b0;
        end else begin
            m_axis_tvalid_reg <= m_axis_tvalid_next;
        end
    end
    always @*
    begin
        m_axis_tvalid_next = m_axis_tvalid_reg;
        if(word_ready)
            m_axis_tvalid_next = 1;
        if(m_axis_tready & m_axis_tvalid_reg)
            m_axis_tvalid_next = 0;
    end
    assign m_axis_tdata = data_in_reg;
    assign m_axis_tvalid = m_axis_tvalid_reg;    
endmodule
File: design/flow/run.sh
#!/bin/bash
# OpenROAD 26Q1-2900-gdf79404cd8, Yosys 0.63+post, stock flow scripts
make -C /OpenROAD-flow-scripts/flow DESIGN_CONFIG=/design/flow/config.mk WORK_HOME=/design/flow/orfs finish
==> flow_results.org <==
* Implementation run

** Logic synthesis
- For this design, Yosys synthesis ends with a cell count of 423.
- The stat command in Yosys gives a chip area of 5736 sq um.
- Of all flip-flops after synthesis, the portion carrying an async set or reset was 0.9861.
- Dominant cell area share :: 0.6108
- Sequential fraction of the synthesis area :: 0.6270
- For this run, the leading register cell type out of synthesis is sky130_fd_sc_hd__dfrtp_1.
- The netlist uses 33 different library cells.
- For this run, the number of Yosys warnings is 3.
- EDFF count, synth :: 0
- Sorting the synthesized cells by area gives the leading types as sky130_fd_sc_hd__dfrtp_1, sky130_fd_sc_hd__mux2_2, sky130_fd_sc_hd__mux2i_1.
- Register bit total from synthesis :: 144
- The synthesized netlist handed to floorplanning was reported with a cell count of 423.
- Synthesized area per cell :: 13.56 sq um
- Post-synthesis instance area :: 5736 sq um
- Cell type contributing the most total cell area after synthesis :: sky130_fd_sc_hd__dfrtp_1

** Floorplanning
- The die is 140.3 um wide.
- Die Y-Extent :: 140.3 um
- Ports :: 136
- The chip occupies 19680 sq um.
- The core region is 18710 sq um.
- Initial cell density of the core :: 0.3066
- Row generation in the floorplan step produced 50 rows.

** Flow run
- The number of maximum-capacitance violations recorded for the run is 0.
- Number of warning messages in the logs :: 56

** Power and ir drop
- The highest supply drop recorded on VDD is 139.9 uV.
- Leakage power of the design :: 3.163 nW
- Power spread over the standard cell area amounts to 354.9 nW/um^2.
- Overall power of the completed layout :: 2.496 mW

** Clock tree
- Number of gates given a new drive strength after cts :: 0
- Post-CTS setup buffers :: 0
- Clock Pin Slew Worst Setup and Hold Paths :: 0.07 ns
- TritonCTS clock tree :: done
- Post-cts hold-fix buffer tally :: 0

** Drt
- Once detail routing completed, the nets flagged for antenna violations numbered 0.
- Top routing layer in use :: met4
- Via/cell ratio :: 4.252
- Met3 wire length :: 562 um
- Detailed-route iteration 0 reported a violation count of 99.
- The routed layout reports a DRC error count of 0.
- Wire length on met1 :: 4.414 mm
- The first TritonRoute pass finished after 4 iterations.
- Met2 WL :: 3.961 mm
- Summed over all layers, the routed wires come to 9.055 mm.
- TritonRoute output was used to compute an average wire per cell of 12.34 um.
- Ant. Diodes :: 0
- Summing over every cut layer, the via total after detailed routing is 3121.

** Final layout
- Cell area after layout :: 7034 sq um
- By instance count after routing, the leading logic cell type is sky130_fd_sc_hd__dfrtp_1.
- In the layout the commonest cells are sky130_fd_sc_hd__dfrtp_1, sky130_fd_sc_hd__clkdlybuf4s50_1, sky130_fd_sc_hd__conb_1.
- Layout cells sized above 1 :: 0.1880
- Post-synthesis to final-layout area growth :: 22.64%
- Fill cells in the final layout number 1719.

** Min path
- Number of instances on the worst hold path :: 0
- For hold timing, the worst endpoint is axi_inst.sync0.meta.
- Checking hold timing, the worst path is listed with class flop to flop.
- In this run the most critical hold path is launched from axi_inst.int_wdata_available_reg.

** Setup path
- The data arrival time reported for the critical path is 3.68 ns.
- For reference, the critical path cell chain is clkbuf_16, clkbuf_16, clkdlybuf4s50_1.
- STA classifies the critical path startpoint as a clock port.
- For the worst flop-to-flop path, the logic depth is 4.
- Critical path's most frequent cell :: sky130_fd_sc_hd__clkbuf_16
- Max FO, Critical Path :: 2
- The worst-case reg-to-reg setup slack stands at 3.96 ns.
- The timing report gives the biggest stage delay along the critical path as 0.38 ns.
- In this run the critical register-to-register path is captured at axi_inst.shift_out[6].
- Critical path type :: clock port to primary output
- Worst Path Required :: 4.88 ns
- The cell family contributing the most delay on the critical path is buffers and inverters.
- Looking at the critical path, the single cell with the biggest stage delay is sky130_fd_sc_hd__clkdlybuf4s50_1.
- The worst setup path is captured at a primary output.
- The launch point of the worst register-to-register path is recorded as axi_inst.state[3].
- The timing report notes that buffer and inverter cells on the critical path total 3.

** Final timing
- Unrepaired setup endpoints after global routing :: no
- Setup-failing EPs final :: 0
- Worst slew margin relative to its limit :: 0.4600
- The final hold violation count recorded for this run is 0.
- The final layout reports a setup TNS of 0 ns.
- For reference, the final report shows the max-slew violation count at 0.
- Actual transition at the worst max-transition pin :: 0.7931 ns
- The worst path meets setup with 1.200 ns of slack.
- Fin Clk Skew :: 0.005267 ns

** Place
- Detailed placement ended at an HPWL of 5.823 mm.
- Post-DP Area :: 6506 sq um
- The placement summary gives the final routability congestion estimate as 0.7296.
- During placement, the flow inserted port buffers numbering 68.
- Post-Place Worst Slack :: 1.463 ns

** GRT
- The first global-routing pass estimated 15.81 mm of wire.
- Entering global routing, the biggest net connects 56 pins.
- The number of antenna violations at the first check in global routing came to 0.
- For this run, the total global-route usage over all layers was measured as 0.1030.
- Number of global-route vias before repair :: 3141
- Total gr overflow :: 0

** Outcome
- Outcome :: completed
==> layer usage <==
metal / vias to the layer above / GRT usage
met4: 0 / 0.01966
met5: - / 0
met2: 86 / 0.1450
li1: 1508 / -
met3: 11 / 0.03483
met1: 1516 / 0.1599
==> cell families after synthesis <==
kind of cell,after synthesis,synth area share
AND-OR/OR-AND,46,0.04254
XOR/XNOR,3,0.004582
adder cells (fa/ha/maj),4,0.008726
buffers and inverters,67,0.07395
flip-flops,144,0.6270
multiplexers,94,0.1889
other,2,0.001309
AND/OR/NAND/NOR,63,0.05301
==> cell type report <==
cell class | instances | area (sq um) | area share
inverter | 8 | 30.03 | 0.004269
tap | 234 | 292.8 | 0.04162
multi-input combinational | 249 | 1867 | 0.2654
clock buffer | 19 | 439.2 | 0.06243
sequential | 144 | 3597 | 0.5114
timing repair buffer | 72 | 709.4 | 0.1009
clock inverter | 8 | 98.84 | 0.01405
==> worst max-delay path by stage <==
stage	startpoint	end	slack, ns	cells past startpoint
after CTS	s_ad7763_clk	m_axis_aclk	1.19	3
final	s_ad7763_clk	m_axis_aclk	1.20	3
after global routing	s_ad7763_clk	m_axis_aclk	1.18	3
==> synthesized netlist by cell type, drive strengths merged (3+ instances only) <==
cell type  instances
nor3               5
nand2             38
o22ai              3
clkbuf            10
buf               49
mux2i             37
dfrtp            140
nand3b             3
nor2               5
xnor2              3
ha                 4
o21ai             33
inv                8
nor3b              4
mux2              57
a21oi              6
==> worst reg2reg max path, delay by kind of cell (launching register included) <==
| kind | cells | cell delay (ns) |
|---|---|---|
| flops | 1 | 0.39 |
| buf+inv | 2 | 0.74 |
| compound gates | 1 | 0.17 |
| mux | 1 | 0.72 |
==> metrics by stage <==
stage | hold slack (ns) | util | instances
3_3_place_gp | 0.3220 | 0.3478 | 708
6_report | 0.2073 | 0.3761 | 734
3_5_place_dp | 0.3135 | 0.3478 | 708
4_1_cts | 0.2038 | 0.3761 | 734
5_1_grt | 0.2103 | 0.3761 | 734
2_1_floorplan | 0.3096 | - | 460
==> power breakdown <==
group          internal, mW  switching [mW]  leakage, nW
Combinational         0.302           0.104         1.05
Sequential             1.06          0.0704         1.86
Clock                 0.570           0.388        0.254
Total                  1.93           0.562         3.16
Power figures rest on the tool's default switching activity, not on a simulated workload.
