`./config.mk`:
```
export PLATFORM = sky130hd
export DESIGN_NAME = axi_sts_register
export DESIGN_NICKNAME = axi_sts_register
export VERILOG_FILES = /design/flow/design.v
export SDC_FILE = /design/flow/constraint.sdc
export NUM_CORES = 4
export LEC_CHECK = 1
export CORE_AREA = 10 10 436 436
export DIE_AREA = 0 0 446 446
```
`./constraint.sdc`:
```
current_design axi_sts_register

set clk_period 7.5
set clk_io_pct 0.2

create_clock -name clk0 -period $clk_period [get_ports {aclk}]

set non_clock_inputs [all_inputs -no_clocks]
set_input_delay [expr $clk_period * $clk_io_pct] -clock clk0 $non_clock_inputs
set_output_delay [expr $clk_period * $clk_io_pct] -clock clk0 [all_outputs]
```
`./design.v`:
```
`timescale 1 ns / 1 ps
module axi_sts_register #
(
  parameter integer STS_DATA_WIDTH = 1024,
  parameter integer AXI_DATA_WIDTH = 32,
  parameter integer AXI_ADDR_WIDTH = 16
)
(
  input  wire                      aclk,
  input  wire                      aresetn,
  input  wire [STS_DATA_WIDTH-1:0] sts_data,
  input  wire [AXI_ADDR_WIDTH-1:0] s_axi_awaddr,   
  input  wire                      s_axi_awvalid,  
  output wire                      s_axi_awready,  
  input  wire [AXI_DATA_WIDTH-1:0] s_axi_wdata,    
  input  wire                      s_axi_wvalid,   
  output wire                      s_axi_wready,   
  output wire [1:0]                s_axi_bresp,    
  output wire                      s_axi_bvalid,   
  input  wire                      s_axi_bready,   
  input  wire [AXI_ADDR_WIDTH-1:0] s_axi_araddr,   
  input  wire                      s_axi_arvalid,  
  output wire                      s_axi_arready,  
  output wire [AXI_DATA_WIDTH-1:0] s_axi_rdata,    
  output wire [1:0]                s_axi_rresp,    
  output wire                      s_axi_rvalid,   
  input  wire                      s_axi_rready    
);
  function integer clogb2 (input integer value);
    for(clogb2 = 0; value > 0; clogb2 = clogb2 + 1) value = value >> 1;
  endfunction
  localparam integer ADDR_LSB = clogb2(AXI_DATA_WIDTH/8 - 1);
  localparam integer STS_SIZE = (STS_DATA_WIDTH/AXI_DATA_WIDTH);
  localparam integer STS_WIDTH = STS_SIZE > 1 ? clogb2(STS_SIZE-1) : 1;
  reg [AXI_ADDR_WIDTH-1:0] int_araddr_reg, int_araddr_next;
  reg int_arready_reg, int_arready_next;
  reg [AXI_DATA_WIDTH-1:0] int_rdata_reg, int_rdata_next;
  reg int_rvalid_reg, int_rvalid_next;
  wire int_ardone_wire, int_rdone_wire;
  wire [AXI_ADDR_WIDTH-1:0] int_araddr_wire;
  wire [AXI_DATA_WIDTH-1:0] int_data_mux [STS_SIZE-1:0];
  genvar j, k;
  generate
    for(j = 0; j < STS_SIZE; j = j + 1)
    begin : WORDS
      assign int_data_mux[j] = sts_data[j*AXI_DATA_WIDTH+AXI_DATA_WIDTH-1:j*AXI_DATA_WIDTH];
    end
  endgenerate
  always @(posedge aclk)
  begin
    if(~aresetn)
    begin
      int_araddr_reg <= {(AXI_ADDR_WIDTH){1'b0}};
      int_arready_reg <= 1'b1;
      int_rdata_reg <= {(AXI_DATA_WIDTH){1'b0}};
      int_rvalid_reg <= 1'b0;
    end
    else
    begin
      int_araddr_reg <= int_araddr_next;
      int_arready_reg <= int_arready_next;
      int_rdata_reg <= int_rdata_next;
      int_rvalid_reg <= int_rvalid_next;
    end
  end
  assign int_ardone_wire = ~int_arready_reg | s_axi_arvalid;
  assign int_rdone_wire = ~int_rvalid_reg | s_axi_rready;
  assign int_araddr_wire = int_arready_reg ? s_axi_araddr : int_araddr_reg;
  always @*
  begin
    int_araddr_next = int_araddr_reg;
    int_arready_next = ~int_ardone_wire | int_rdone_wire;
    int_rdata_next = int_rdata_reg;
    int_rvalid_next = ~int_rdone_wire | int_ardone_wire;
    if(int_arready_reg)
    begin
      int_araddr_next = s_axi_araddr;
    end
    if(int_ardone_wire & int_rdone_wire)
    begin
      int_rdata_next = int_data_mux[ int_araddr_wire[ADDR_LSB+STS_WIDTH-1:ADDR_LSB] ];
    end
  end
  assign s_axi_awready = 1'b0;
  assign s_axi_wready = 1'b0;
  assign s_axi_bresp = 2'd0;
  assign s_axi_bvalid = 1'b0;
  assign s_axi_arready = int_arready_reg;
  assign s_axi_rdata = int_rdata_reg;
  assign s_axi_rresp = 2'd0;
  assign s_axi_rvalid = int_rvalid_reg;
endmodule
```
`./run.sh`:
```
#!/bin/bash
# OpenROAD 26Q1-2900-gdf79404cd8, Yosys 0.63+post, stock flow scripts
make -C /OpenROAD-flow-scripts/flow DESIGN_CONFIG=/design/flow/config.mk WORK_HOME=/design/flow/orfs finish
```
==> Slide: Implementation Results <==
Synthesis and Place & Route Summary

Clock network
  • CTS max path bufs: 2
  • Hold Buf Count CTS: 0
  • Num CTS Buffers: 5
  • CTS tree: yes
  • Clock slew at reported path FFs: 80 ps
  • Htree depth: 2
  • Setup Fix Bufs, Post-CTS: 0
  • Clock sinks: 39
  • Root Driver: clkbuf_16
  • Clk latency of the worst-skew pair: around 340 ps
  • Resize count post-CTS: 0

Global routing
  • Gr usage total: 21.7%
  • Pin count of the biggest net entering global routing: 48
  • Gr ovfl total: 0
  • Global-route wire length before repair: 259 mm
  • Initial antenna violation count: 326
  • Vias in the first global route: about 17000

Floorplan
  • Rows: 156
  • Core area: ~180000 µm²
  • Die footprint: 199000 µm²
  • Die W: 446 µm
  • Ports: between 1000 and 1500
  • Starting density of the core: around 4.7%
  • Overall die height: 446 µm

Worst setup path
  • CP endpoint kind: flop
  • CP arrival: 6640 ps
  • CP Buf/Inv Count: 2
  • Worst r2r src: int_arready_reg
  • Crit-path cells: clkdlybuf4s50_1, and4b_1, o22a_2, buf_4, a222oi_1, and3_1, nand4_1, nor3_1, o221ai_2
  • Worst R2R Setup Slack: around 2300 ps
  • Slowest stage delay, CP: just over 1000 ps
  • Delay-heaviest family, CP: simple AND/OR/NAND/NOR gates
  • Reg2Reg Depth: 8
  • FF-to-FF End: int_rdata_reg[12]
  • Startpoint Class: input pin
  • Critical Path RT: between 7000 and 8000 ps
  • Critical Path Stages: 9
  • Worst Path Max Fanout: 23
  • Worst path slowest cell: a222oi_1
  • WS Path Type: in -> reg

Logic synthesis
  • Async SR Flop Fraction: 0%
  • Seq/Total Area, Yosys: 9.22%
  • Synth Register Bits: 39
  • Largest area contributor in the synthesized netlist: a22oi_1
  • Distinct lib cells: 70
  • Top_reg_cell synth: dfxtp_1
  • Cells after Synth: 1174
  • Yosys stat cell total: 1174
  • Main area contributors: a22oi_1 23%, dfxtp_1 9.2%, a221oi_1 5.6%, o221ai_2 5.3%, a222oi_1 5.1%
  • Synth warn: 1
  • Yosys Chip Area: 8470 µm²
  • Post-synth EDFFs: 0
  • Avg Inst Size Synth: 7.21 µm²
  • Area of the mapped netlist: 8470 µm²
  • Top cell area share: 23.0%

Drt
  • DRT iter0 DRCs: 2099
  • Detail-routed via count per cell: 3.90
  • Vias: about 18000
  • Final WL: around 220 mm
  • Drt pass-1 iters: 10
  • Remaining antenna violation count: 0
  • DRC viols: 0
  • Routed length per instance: 48.5 µm

STA
  • Worst-margin pin slew: 1500 ps
  • Post-layout minimum cycle time: approximately 6500 ps
  • Final setup fails: 0
  • Max_slew headroom: -0.0112%
  • Final hold slack: 473 ps
  • Setup TNS: 0 ps
  • RSZ-0062 raised after global routing: no
  • Final count of pins violating max slew: 1
  • Max Clk Rate: 155 MHz
  • Hold Vio Cnt, Final: 0
  • Layout Skew: ~13 ps
  • Final worst-path cycle share: 86.1%

Outcome
  • Status: complete, but fails checks
  • Violated checks: max-slew violations

Min path
  • Hold Path Class: reg -> reg
  • Hold path endpoint: int_rdata_reg[7]
  • Min-delay src: int_rdata_reg[7]
  • Hold depth: 2

Cells and area
  • Area growth syn-to-layout: 166%
  • Logic area: 7030 µm²
  • Layout Utilization: about 12%
  • Fill cell count: 20637
  • Share of layout cells above drive strength 1: under 10%
  • Reg area: 781 µm²
  • Max reg flops: 32
  • Final instance area: 22500 µm²

Place
  • Port bufs: approximately 1100
  • Post-DP Area: approximately 22000 µm²
  • Routability cong.: 0.939
  • Detailed Place HPWL: just under 200 mm

Flow run
  • Max_cap viols: 0
  • Tool warnings: 87

Power and ir drop
  • VDD IR max: 0.0000747 V
  • Power per cell area: 76.6 nW/µm²
  • Pleak: 0.00688 µW
cell usage after synthesis (3+ instances only):
library cell  number
o211a_1           11
a21oi_1           28
a22oi_1          259
buf_6              7
a221oi_1          54
buf_4             10
nor3_1            33
o22a_1             3
or2_1              3
a32oi_1           32
o21ai_0           42
inv_1             72
o221ai_1          13
o22ai_1           33
nor3b_1            3
nand4_1           53
a222oi_1          43
nor2_1            26
or2_2              3
nand4b_1          11
nand3b_1           3
and2_1             5
buf_2             21
a22o_1            45
clkbuf_1         103
o221ai_2          30
and3_1            23
and4b_1            3
and3b_1            3
o211ai_1          21
nor4bb_1           6
dfxtp_1           39
buf_1              6
nand2_1           79
how the worst max path moves through the flow:
stage | from | endpoint | slack [ps]
CTS | s_axi_araddr[4] | int_rdata_reg[20] | 960
finish | s_axi_araddr[5] | int_rdata_reg[20] | 1040
global route | s_axi_araddr[5] | int_rdata_reg[20] | 1020
cells by family (layout without fill, tap and decap cells):
logic type / count (synthesis) / count (layout) / share of synthesized area [%]
compound gates: 626 / 626 / 59.7
simple gates: 284 / 284 / 19.4
buf+inv: 219 / 1204 / 11.1
flops: 39 / 39 / 9.22
mux: 3 / 3 / 0.384
xor+xnor: 2 / 2 / 0.207
other cells: 1 / 94 / 0.0443
cell usage in the layout (no fill, tap or decap), types with 14 or more instances in the layout:
cell type | synthesis | layout
a221oi_1 | 54 | 54
o21ai_0 | 42 | 42
o211ai_1 | 21 | 21
nand4_1 | 53 | 53
buf_4 | 10 | 52
nor3_1 | 33 | 32
a22o_1 | 45 | 45
a22oi_1 | 259 | 257
and3_1 | 23 | 23
diode_2 | 0 | 87
dfxtp_1 | 39 | 39
a222oi_1 | 43 | 43
o22ai_1 | 33 | 31
nor2_1 | 26 | 14
o221ai_2 | 30 | 30
a32oi_1 | 32 | 30
inv_1 | 72 | 72
clkdlybuf4s50_1 | 0 | 1066
a21oi_1 | 28 | 24
nand2_1 | 79 | 78
per-stage QoR:
step,setup slack (ps),total power [µW],instances
global route,1020,1790,4582
detailed placement,592,1480,4527
finish,1040,1730,4622
CTS,958,1760,4535
floorplan,4070,507,1180
global placement,-154,1480,4519
power breakdown:
group          switching [µW]  internal (µW)  total, µW
sequential               22.6            233        255
clock                     130            125        255
combinational             566            650       1220
total                     719           1010       1730
final cells by class:
class	instances	area share [%]
flip-flops and latches	39	3.46
clock buffers	7	0.589
diodes	87	0.966
well taps	2370	13.2
repair buffers	1124	49.4
inverters	72	1.20
multi-input cells	922	31.2
clock inverters	1	0.0222
per-layer routing:
metal / track usage [%] / vias up / wire [µm]
met5: 0 / - / 888
met4: 8.88 / 136 / 12600
met3: 6.71 / 575 / 19000
met2: 38.6 / 1621 / 114000
met1: 23.6 / 8644 / 77900
li1: - / 7051 / -
worst min-delay path: stages (launching register included):
cell,delay [ps]
dfxtp_1,330
nand2_1,60
o221ai_2,50
Power and IR drop assume default switching activity.
